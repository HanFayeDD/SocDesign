$ cat run.sh
#!/bin/bash
# OpenROAD 26Q1-2900-gdf79404cd8, Yosys 0.63+post, stock flow scripts
make -C /OpenROAD-flow-scripts/flow DESIGN_CONFIG=/design/flow/config.mk WORK_HOME=/design/flow/orfs finish
$ cat config.mk
export PLATFORM = sky130hd
export DESIGN_NAME = Bridge
export DESIGN_NICKNAME = Bridge
export VERILOG_FILES = /design/flow/design.v
export SDC_FILE = /design/flow/constraint.sdc
export NUM_CORES = 4
export LEC_CHECK = 1
export CORE_AREA = 10 10 184 184
export DIE_AREA = 0 0 194 194
$ cat constraint.sdc
current_design Bridge

set clk_period 5.8
set clk_io_pct 0.2

create_clock -name clk0 -period $clk_period

set non_clock_inputs [all_inputs -no_clocks]
set_input_delay [expr $clk_period * $clk_io_pct] -clock clk0 $non_clock_inputs
set_output_delay [expr $clk_period * $clk_io_pct] -clock clk0 [all_outputs]
$ cat design.v
`timescale 1ns / 1ps
module Bridge (
    input  wire         rst_from_cpu,
    input  wire         clk_from_cpu,
    input  wire [31:0]  addr_from_cpu,
    input  wire         we_from_cpu,
    input  wire [31:0]  wdata_from_cpu,
    output reg  [31:0]  rdata_to_cpu,
    output wire         clk_to_dram,
    output wire [31:0]  addr_to_dram,
    input  wire [31:0]  rdata_from_dram,
    output wire         we_to_dram,
    output wire [31:0]  wdata_to_dram,
    output wire         rst_to_dig,
    output wire         clk_to_dig,
    output wire [31:0]  addr_to_dig,
    output wire         we_to_dig,
    output wire [31:0]  wdata_to_dig,
    output wire         rst_to_led,
    output wire         clk_to_led,
    output wire [31:0]  addr_to_led,
    output wire         we_to_led,
    output wire [31:0]  wdata_to_led,
    output wire         rst_to_sw,
    output wire         clk_to_sw,
    output wire [31:0]  addr_to_sw,
    input  wire [31:0]  rdata_from_sw,
    output wire         rst_to_btn,
    output wire         clk_to_btn,
    output wire [31:0]  addr_to_btn,
    input  wire [31:0]  rdata_from_btn
);
    wire access_mem = (addr_from_cpu[31:12] != 20'hFFFFF) ? 1'b1 : 1'b0;
    wire access_dig = (addr_from_cpu == 32'hFFFF_F000) ? 1'b1 : 1'b0;
    wire access_led = (addr_from_cpu == 32'hFFFF_F060) ? 1'b1 : 1'b0;
    wire access_sw  = (addr_from_cpu == 32'hFFFF_F070 ) ? 1'b1 : 1'b0;
    wire access_btn = (addr_from_cpu == 32'hFFFF_F078) ? 1'b1 : 1'b0;
    wire [4:0] access_bit = { access_mem,
                              access_dig,
                              access_led,
                              access_sw,
                              access_btn };
    assign clk_to_dram   = clk_from_cpu;
    assign addr_to_dram  = addr_from_cpu;
    assign we_to_dram    = we_from_cpu & access_mem;
    assign wdata_to_dram = wdata_from_cpu;
    assign rst_to_dig    = rst_from_cpu;
    assign clk_to_dig    = clk_from_cpu;
    assign addr_to_dig   = addr_from_cpu;
    assign we_to_dig     = we_from_cpu & access_dig;
    assign wdata_to_dig  = wdata_from_cpu;
    assign rst_to_led    = rst_from_cpu;
    assign clk_to_led    = clk_from_cpu;
    assign addr_to_led   = addr_from_cpu;
    assign we_to_led     = we_from_cpu & access_led;
    assign wdata_to_led  = wdata_from_cpu;
    assign rst_to_sw     = rst_from_cpu;
    assign clk_to_sw     = clk_from_cpu;
    assign addr_to_sw    = addr_from_cpu;
    assign rst_to_btn    = rst_from_cpu;
    assign clk_to_btn    = clk_from_cpu;
    assign addr_to_btn   = addr_from_cpu;
    always @(*) begin
        casex (access_bit)
            5'b1????: rdata_to_cpu = rdata_from_dram;
            5'b00010: rdata_to_cpu = rdata_from_sw;
            5'b00001: rdata_to_cpu = rdata_from_btn;
            default:  rdata_to_cpu = 32'hFFFF_FFFF;
        endcase
    end
endmodule
==> summary.txt <==
flow finished, numbers: XOR Share, Synth=0%, Flops=0, Achievable Freq=188 MHz, initial DRC count=62, tool warnings=32, antenna fix cells=0, layout cells sized above 1=9.38%, Reg area=0 um^2, Critical Path Start Type=input port, Mux cell area share=0%, Placed Instance Area=4720 um^2, max-cap violation count=0, arrival time worst endpoint=4.16 ns, Post-Route Setup TNS=0 ns, I/O pins=around 460, core footprint=29800 um^2, leak pwr=1.59 nW, vias in the first global route=2809, Max VDD drop=0.0000185 V, fin area=4720 um^2, AO/OA Area Share=between 20 and 30%, Netlist Area Pre-Place=3020 um^2, Required @ worst endpoint=4.64 ns, largest net degree at the start of global routing=38, first-pass GRT wire length=19.6 mm, comb area leader=buffers and inverters, endpoints failing hold=0, RSZ-0062 raised after global routing=no, cts repair resizes=0, Synthesis Warnings=1, Post-CTS Repair Setup Buffers=0, Final Total Pwr=0.251 mW, crit path max fanout=32, Die X=194 um, GR Overflow Total=0, yosys cell count=399, Tcrit/Tclk final=91.7%, yosys stat chip area=3020 um^2, total global routing track utilization=6.79%, Floorplan Utilization=10.1%, HP Class=input port to output pin, clock buf count=0, Seq/Total Area, Yosys=0%, Port Buffers=around 320, dpl hpwl=12.6 mm, Mapped Avg Cell Area=between 7 and 8 um^2, number of vias per cell=3.02, gpl congestion=0.757, Slew Viols, Final=0, final-report setup violation count=0, crit end category=output pin, Gate Area=~920 um^2, relative slew slack=between 60% and 70%, Setup CP Type=input port to output pin, outcome=finished, final reports clean, # rows=63, Adder Area Share=0%, total die area=37600 um^2, area grow syn2layout=56.2%, CTS Hold Bufs=0, and+or+nand+nor area frac=approximately 4.8%, Tightest Pin Transition=0.588 ns, Vias=~2500, Fill cells=between 3000 and 4000, Cells after Synth=around 400, Post-Route WL=13.9 mm, synth unique cells=25, die extent in y=194 um, number of remaining DRC errors=0, Final min period=5.32 ns, Power Density=53.1 nW/um^2, Antenna Nets Post-Route=0, initial antenna violation count=0, drt pass-1 iters=4, WL/cell=approximately 17 um
==> cells in the final DEF (no fill, tap or decap) <==
master / netlist / routed
nand2b_2: 0 / 1
o21ai_1: 30 / 30
nor2_1: 2 / 2
a41o_4: 1 / 1
a22oi_1: 32 / 32
a21boi_0: 2 / 2
buf_12: 0 / 1
or4_4: 1 / 1
clkdlybuf4s50_1: 0 / 324
and4b_1: 1 / 1
nor3b_1: 1 / 1
a21boi_2: 30 / 30
nor3_1: 1 / 1
and4_1: 1 / 1
nand4_1: 6 / 6
o21ai_0: 2 / 2
nor4_1: 1 / 1
nor4b_1: 1 / 1
and4bb_2: 1 / 1
nor4_2: 1 / 1
buf_4: 268 / 6
and2_1: 1 / 1
nand2_1: 1 / 1
==> Yosys cell counts <==
master | count | share of area (%)
or4_4 | 1 | 0.37
nand4_1 | 6 | 1.2
a41o_4 | 1 | 0.70
nor3_1 | 1 | 0.17
and4b_1 | 1 | 0.33
and2_1 | 1 | 0.21
o21ai_0 | 2 | 0.33
nand2b_1 | 1 | 0.21
nor3b_1 | 1 | 0.25
nor4b_1 | 1 | 0.29
and4_1 | 1 | 0.29
buf_4 | 268 | 67
and4bb_2 | 1 | 0.41
nand2_1 | 1 | 0.12
nor2_1 | 2 | 0.25
nor4_2 | 1 | 0.41
clkbuf_1 | 6 | 0.75
clkbuf_4 | 3 | 0.75
a21boi_0 | 2 | 0.50
a22oi_1 | 32 | 8.0
buf_2 | 2 | 0.33
o21ai_1 | 30 | 5.0
nor4_1 | 1 | 0.21
buf_6 | 3 | 1.1
a21boi_2 | 30 | 11
==> cells by family (layout without fill, tap and decap cells) <==
| family | count (synthesis) | count (layout) |
|---|---|---|
| buffers and inverters | 282 | 331 |
| AND/OR/NAND/NOR | 20 | 20 |
| AND-OR/OR-AND | 97 | 97 |
==> layer usage <==
layer / track usage, % / up-vias / routed length [um]
li1: - / 1177 / -
met1: 6.31 / 1100 / 4390
met2: 12.4 / 199 / 7090
met3: 2.86 / 55 / 1700
met4: 3.38 / 0 / 740
met5: 0 / - / 0
==> metrics by stage <==
stage	cells	util, %	hold WS [ns]	setup slack [ns]
after floorplan	399	-	2.34	2.18
after global placement	838	15.8	2.32	0.427
after detailed placement	838	15.8	2.32	0.470
after CTS	838	15.8	2.32	0.459
after global routing	838	15.8	2.32	0.354
final	838	15.8	2.32	0.481
==> worst max-delay path, cell delays in order <==
cell	delay, ns
clkdlybuf4s50_1	0.67
nand4_1	0.15
nor4_2	0.59
and4_1	0.28
buf_4	0.35
a22oi_1	0.28
o21ai_1	0.15
clkdlybuf4s50_1	0.48
==> power breakdown <==
group	total (mW)	internal, mW	switching (mW)
Sequential	0	0	0
Clock	0	0	0
Combinational	0.251	0.194	0.0568
Total	0.251	0.194	0.0568
==> final timing paths <==
kind | from | endpoint | cells past startpoint
hold / removal | rst_from_cpu | rst_to_btn | 0
setup / recovery | addr_from_cpu[31] | rdata_to_cpu[3] | 8
==> cell type report <==
class	count	share of cell area, %
multi-input combinational	117	19.5
timing repair buffer	331	70.1
tap	390	10.3
Power is estimated from default activity; no workload was simulated.
